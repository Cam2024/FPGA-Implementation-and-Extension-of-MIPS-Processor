File: flow/design.v
module mips(input         clk, reset,
            output [31:0] pc,
            input  [31:0] instr,
            output        memwrite,
            output [31:0] memaddr,
            output [31:0] memwritedata,
            input  [31:0] memreaddata);
  wire        signext, shiftl16, memtoreg, branch;
  wire        pcsrc, zero;
  wire        alusrc, regdst, regwrite, jump, halfword;
  wire [3:0]  alucontrol;
  controller c(.op         (instr[31:26]), 
			      .funct      (instr[5:0]), 
					.zero       (zero),
               .signext    (signext), 
               .shiftl16   (shiftl16), 
               .memtoreg   (memtoreg), 
					.memwrite   (memwrite), 
					.pcsrc      (pcsrc),
               .alusrc     (alusrc), 
					.regdst     (regdst), 
					.regwrite   (regwrite), 
					.jump       (jump),
					.halfword	(halfword),
               .alucontrol (alucontrol));
  datapath dp( .clk        (clk), 
			      .reset      (reset), 
					.signext    (signext), 
					.shiftl16   (shiftl16), 
					.memtoreg   (memtoreg), 
					.pcsrc      (pcsrc),
               .alusrc     (alusrc), 
					.regdst     (regdst), 
					.regwrite   (regwrite), 
					.jump       (jump),
					.halfword	(halfword),
               .alucontrol (alucontrol),
               .zero       (zero), 
					.pc         (pc), 
					.instr      (instr),
               .aluout     (memaddr), 
					.writedata  (memwritedata), 
					.readdata   (memreaddata));
endmodule
module controller(input  [5:0] op, funct,
                  input        zero,
                  output       signext,
                  output       shiftl16,
                  output       memtoreg, memwrite,
                  output       pcsrc, alusrc,
                  output       regdst, regwrite,
                  output       jump,
						output		 halfword,
                  output [3:0] alucontrol);
  wire [2:0] aluop;
  wire       branch;
  maindec md( .op    (op), 
			     .signext   (signext), 
			     .shiftl16  (shiftl16), 
			     .memtoreg  (memtoreg), 
				  .memwrite  (memwrite), 
				  .branch    (branch),
              .alusrc    (alusrc), 
				  .regdst    (regdst), 
				  .regwrite  (regwrite), 
				  .jump      (jump),
				  .halfword  (halfword),
              .aluop     (aluop));
  aludec  ad( .funct      (funct), 
			     .aluop      (aluop), 
				  .alucontrol (alucontrol));
  assign pcsrc = branch & zero;
endmodule
module maindec(input  [5:0] op,
               output       signext,
               output       shiftl16,
               output       memtoreg, memwrite,
               output       branch, alusrc,
               output       regdst, regwrite,
               output       jump,
					output		 halfword,
               output [2:0] aluop);
  reg [12:0] controls;
  assign {signext, shiftl16, regwrite, regdst, 
			 alusrc, branch, memwrite,
          memtoreg, jump, halfword, aluop} = controls;
  always @(*)
    case(op)
      6'b000000: controls <= 13'b0011000000111;  
      6'b100011: controls <= 13'b1010100100000;  
      6'b101011: controls <= 13'b1000101000000;  
      6'b000100: controls <= 13'b1000010000001;  
      6'b001000, 
      6'b001001: controls <= 13'b1010100000000;  
      6'b001101: controls <= 13'b0010100000010;  
      6'b001111: controls <= 13'b0110100000000;  
      6'b000010: controls <= 13'b0000000010000;  
		6'b001110: controls <= 13'b0010100000011;  
		6'b100001: controls <= 13'b1010100101000;  
      default:   controls <= 13'bxxxxxxxxxxxx;  
    endcase
endmodule
module aludec(input      [5:0] funct,
              input      [2:0] aluop,
              output reg [3:0] alucontrol);
  always @(*)
    case(aluop)
      3'b000: alucontrol <= 4'b0010;   
      3'b001: alucontrol <= 4'b1010;   
      3'b010: alucontrol <= 4'b0001;   
		3'b011: alucontrol <= 4'b0101;  
      default: case(funct)           
          6'b100000,
          6'b100001: alucontrol <= 4'b0010;  
          6'b100010,
          6'b100011: alucontrol <= 4'b1010;  
          6'b100100: alucontrol <= 4'b0000;  
          6'b100101: alucontrol <= 4'b0001;  
          6'b101010: alucontrol <= 4'b1011;  
			 6'b100111: alucontrol <= 4'b0100;  
          default:   alucontrol <= 4'bxxxx;  
        endcase
    endcase
endmodule
module datapath(input         clk, reset,
                input         signext,
                input         shiftl16,
                input         memtoreg, pcsrc,
                input         alusrc, regdst,
                input         regwrite, jump,
					 input 			halfword,
                input  [3:0]  alucontrol,
                output        zero,
                output [31:0] pc,
                input  [31:0] instr,
                output [31:0] aluout, writedata,
                input  [31:0] readdata);
  wire [4:0]  writereg;
  wire [31:0] pcnext, pcnextbr, pcplus4, pcbranch;
  wire [31:0] signimm, signimmsh, shiftedimm;
  wire [31:0] srca, srcb;
  wire [15:0] midword;
  wire [31:0] midhalfword;
  wire [31:0] data;
  wire [31:0] result;
  wire        shift;
  flopr #(32) pcreg (.clk   (clk), 
			            .reset (reset), 
						   .d     (pcnext), 
						   .q     (pc));
  adder       pcadd1 (.a (pc), 
			             .b (32'b100), 
						 	 .y (pcplus4));
  sl2         immsh (.a (signimm), 
			            .y (signimmsh));
  adder       pcadd2 (.a (pcplus4), 
			             .b (signimmsh), 
							 .y (pcbranch));
  mux2 #(32)  pcbrmux(.d0  (pcplus4), 
			             .d1  (pcbranch), 
							 .s   (pcsrc), 
							 .y   (pcnextbr));
  mux2 #(32)  pcmux (.d0   (pcnextbr), 
			            .d1   ({pcplus4[31:28], instr[25:0], 2'b00}), 
                     .s    (jump), 
							.y    (pcnext));
  regfile     rf(.clk     (clk), 
			        .we      (regwrite), 
					  .ra1     (instr[25:21]),
					  .ra2     (instr[20:16]), 
					  .wa      (writereg),
                 .wd      (result), 
					  .rd1     (srca), 
					  .rd2     (writedata));
  mux2 #(5)   wrmux(.d0  (instr[20:16]), 
			           .d1  (instr[15:11]), 
						  .s   (regdst), 
						  .y   (writereg));
  mux2 #(32)  resmux(.d0 (aluout), 
			            .d1 (data), 
							.s  (memtoreg), 
							.y  (result));
  mux2 #(16) horlmux(.d0 (readdata[31:16]), 
			            .d1 (readdata[15:0]), 
						   .s  (halfword), 
						   .y  (midword));
  mux2 #(32) lhorlwmux(.d0 (readdata), 
			              .d1 (midhalfword), 
						     .s  (halfword), 
						     .y  (data));			 
  sign_zero_ext  lh(.a       (midword), 
			            .signext (halfword),
			            .y       (midhalfword));
  sign_zero_ext  sze(.a       (instr[15:0]), 
			            .signext (signext),
			            .y       (signimm[31:0]));
  shift_left_16 sl16(.a         (signimm[31:0]), 
			            .shiftl16  (shiftl16),
			            .y         (shiftedimm[31:0]));
  mux2 #(32)  srcbmux(.d0 (writedata), 
			             .d1 (shiftedimm[31:0]), 
							 .s  (alusrc), 
							 .y  (srcb));
  alu         alu( .a       (srca), 
			          .b       (srcb), 
						 .alucont (alucontrol),
						 .result  (aluout), 
						 .zero    (zero));
endmodule
module regfile(input         clk, 
               input         we,
					input			  hw,
               input  [4:0]  ra1, ra2, wa, 
               input  [31:0] wd, 
               output [31:0] rd1, rd2);
  reg [31:0] rf[31:0];
  always @(posedge clk)
    if (we) rf[wa] <= wd;
  assign rd1 = (ra1 != 0) ? rf[ra1] : 0;
  assign rd2 = (ra2 != 0) ? rf[ra2] : 0;
endmodule
module alu(input      [31:0] a, b, 
           input      [3:0]  alucont, 
           output reg [31:0] result,
           output            zero);
  wire [31:0] b2, sum, slt;
  assign b2 = alucont[3] ? ~b:b; 
  assign sum = a + b2 + alucont[3];
  assign slt = sum[31];
  always@(*)
    case(alucont[2:0])
      3'b000: result <= a & b;
      3'b001: result <= a | b;
      3'b010: result <= sum;
      3'b011: result <= slt;
		3'b100: result <= ~(a | b);  
		3'b101: result <= a ^ b;  
		default: result <= 32'b0;
    endcase
  assign zero = (result == 32'b0);
endmodule
module adder(input [31:0] a, b,
             output [31:0] y);
  assign y = a + b;
endmodule
module sl2(input  [31:0] a,
           output [31:0] y);
  assign y = {a[29:0], 2'b00};
endmodule
module sign_zero_ext(input      [15:0] a,
                     input             signext,
                     output reg [31:0] y);
   always @(*)
	begin
	   if (signext)  y <= {{16{a[15]}}, a[15:0]};
	   else          y <= {16'b0, a[15:0]};
	end
endmodule
module shift_left_16(input      [31:0] a,
		               input         shiftl16,
                     output reg [31:0] y);
   always @(*)
	begin
	   if (shiftl16) y = {a[15:0],16'b0};
	   else          y = a[31:0];
	end
endmodule
module flopr #(parameter WIDTH = 8)
              (input                  clk, reset,
               input      [WIDTH-1:0] d, 
               output reg [WIDTH-1:0] q);
  always @(posedge clk, posedge reset)
    if (reset) q <= 0;
    else       q <= d;
endmodule
module flopenr #(parameter WIDTH = 8)
                (input                  clk, reset,
                 input                  en,
                 input      [WIDTH-1:0] d, 
                 output reg [WIDTH-1:0] q);
  always @(posedge clk, posedge reset)
    if      (reset) q <= 0;
    else if (en)    q <= d;
endmodule
module mux2 #(parameter WIDTH = 8)
             (input  [WIDTH-1:0] d0, d1, 
              input              s, 
              output [WIDTH-1:0] y);
  assign y = s ? d1 : d0; 
endmodule
File: flow/run.sh
#!/bin/bash
# OpenROAD 26Q1-2900-gdf79404cd8, Yosys 0.63+post, stock flow scripts
make -C /OpenROAD-flow-scripts/flow DESIGN_CONFIG=/design/flow/config.mk WORK_HOME=/design/flow/orfs finish
File: flow/config.mk
export PLATFORM = sky130hd
export DESIGN_NAME = mips
export DESIGN_NICKNAME = mips
export VERILOG_FILES = /design/flow/design.v
export SDC_FILE = /design/flow/constraint.sdc
export NUM_CORES = 4
export LEC_CHECK = 1
export CORE_UTILIZATION = 30
File: flow/constraint.sdc
current_design mips

set clk_period 36.4
set clk_io_pct 0.2

create_clock -name clk0 -period $clk_period [get_ports {clk}]

set non_clock_inputs [all_inputs -no_clocks]
set_input_delay [expr $clk_period * $clk_io_pct] -clock clk0 $non_clock_inputs
set_output_delay [expr $clk_period * $clk_io_pct] -clock clk0 [all_outputs]
==> results.txt <==
Implementation results

The capture instance of the worst register-to-register path is dp.pcreg.q[29]. The number of global-route vias before repair came to 37.7k. The post-route clock skew is between 0.05 and 0.06 ns. After detailed routing, the number of remaining DRC violations is 0. The sum of met2 wire segment lengths after detailed routing is between 80000 and 90000 um. The cell sitting at the root of the clock tree is a clkbuf_16.

Setup repair after global routing left no endpoint under its margin. The fraction of layout cells with a size suffix above 1 is between 20% and 30%. The detailed-route via count is 35.2k. The clock transition time at the flip-flop clock pins of the worst setup and hold paths is roughly 0.060 ns. The violation count after the first detailed-route iteration is around 2.6k. The number of cells traversed by the worst register-to-register path is 23. The number of pins exceeding their max-slew limit in the final report is 0. The number of gates resized after CTS was 0. The total negative slack for setup checks is 0 ns.

Relative to the synthesized area, the layout overhead comes to 16.3%. The run finished with clean final reports. After detailed routing, the met3 layer carries roughly 32000 um of wire.

The y dimension of the die is 436 um. The top cell type's share of synthesized area is a little over half. Looking at the critical path, the highest net fanout was between 60 and 70. Counting every instance in the synthesized netlist gives approximately 3.5k.

The path category of the worst min-delay check is flip-flop to flip-flop. The cell leakage power is 21.8 nW. Timing would allow up to between 40 and 50 MHz. TritonRoute output was used to compute an average wire per cell of between 30 and 40 um. The clock tree buffer depth is 3. Per the GRT congestion report, total overflow comes to 0. The launch point of the critical path is instr[17]. Dividing the detail-routed via count by the number of cells gives approximately 5.6. For this design, the sink count on the clock tree is 1054. The worst slew margin relative to its limit is about a third. The clock period minus final worst setup slack is 22.99 ns. The worst setup slack before clock tree synthesis is 13.38 ns. The flip-flop cell with the highest count after synthesis is edfxtp_1.

The yosys synthesis chip area is ~56000 um2. The total core area is about 190000 um2. Before any placement, the netlist area is recorded as around 56000 um2.

The maximum number of pins on one net before global-route repair is 75. The logs give a warning total of between 50 and 60. By area the synthesized netlist is led by edfxtp_1 (55%), mux4_2 (25%), ha_1 (2.7%). The number of warnings printed during yosys synthesis is 7. The largest individual stage delay along the critical path comes from the cell buf_4. In this run the maximum-capacitance check reported violations numbering 0. During placement, the flow inserted port buffers numbering ~160. The final timing report counts setup violations totalling 0. The synthesized netlist contains slightly below 90 unique library cells.

The footprint of the multi-input gates is between 20000 and 25000 um2. The detailed-routing iteration count for the pre-antenna-repair pass is 8. The sum of net half-perimeters after detailed placement is around 120000 um. Yosys reported a register bit count of 1054.

STA classifies the critical path startpoint as an input port. The final timing report lists a hold violation count of 0. The biggest area contributor in the post-synthesis netlist is edfxtp_1. The transition time at the pin with the least slew margin is between 1 and 1.5 ns. Once the clock tree was built, the setup fixing pass inserted 0 buffers. The width of the die is between 400 and 500 um.

Yosys mapped a number of flops with a built-in enable equal to roughly 1k. The number of cell instances after yosys synthesis is about 3.5k. By instance count after routing, the leading logic cell types are edfxtp_1 (1024), mux4_2 (633), nand2_1 (256). The hold buffer count at cts is 0. The worst-case setup margin in the final layout is 13.41 ns. The required time of the critical path is slightly below 30 ns. In this run the remaining antenna-violating nets after routing total 0. The area taken by flip-flops and latches is about 32000 um2.

The placer congestion estimate is ~0.96. TritonCTS built the clock tree. The capture endpoint of the worst hold path is dp.pcreg.q[31].

The first global-routing pass estimated between 200000 and 300000 um of wire. The period utilization is 63.1%. The floorplan step records an initial core utilization of 30.3%. The startpoint identified for the worst hold timing path is dp.pcreg.q[31]. Per the layout report, the design carries 17.2k filler cells. The timing report gives the biggest stage delay along the critical path as 0.72 ns.

The mean cell area of the mapped netlist is between 15 and 20 um2. The insertion delay of the later-clocked pin in the worst-skew pair is 0.73 ns. The kind of cell with the highest combined delay along the critical path is buffers and inverters. The initial antenna violation count came to 7.

The placement stage leaves a total instance area of roughly 62000 um2. The worst hold path was traced through 2 stages. The number of clock buffers inserted by TritonCTS is about 110. For the worst setup path, the data arrival time is 15.71 ns.

The worst-case vdd ir drop is 42.2 uV. The worst setup path is captured at an output port. After detailed routing, the total wire length is about 190000 um. The fraction of the yosys area taken by sequential cells is a little under three fifths. The total number of H-tree levels is 3.

Among logic cells in the layout, the one with the most instances is edfxtp_1. The worst register-to-register path has a setup slack of roughly 29 ns. The worst reg2reg path startpoint is dp.rf.rf[22][0].

The die covers approximately 190000 um2. The all-layer global routing usage is 21.2%. For reference, the most critical setup path is categorized as input port to output port. The flow reported a cell area power density of roughly 55 nW/um2. In the synthesized netlist the async set-or-reset flop fraction comes to about 2.8%. The row count is approximately 160. The number of I/O pins is 163. The summed area of non-filler cells in the final layout is around 66000 um2.

Signal routing reaches up to met5. The routed metal-1 wirelength is roughly 59000 um. The timing report notes that buffer and inverter cells on the critical path total 6.
[per-layer routing]
| layer | track usage [%] | vias to the layer above |
|---|---|---|
| li1 | - | 14775 |
| met1 | 22.9 | 17517 |
| met2 | 31.4 | 2504 |
| met3 | 15.6 | 383 |
| met4 | 9.14 | 14 |
| met5 | 1.54 | - |
[report_power, final]
group          switching, mW  total [mW]  internal (mW)
Combinational          0.548       0.852          0.305
Sequential            0.0183        1.57           1.55
Clock                  0.482        1.16          0.677
[per-stage QoR]
stage	hold slack [ns]	total power, mW	utilization [%]	std cells
detailed placement	0.601	2.44	33.3	6067
CTS	0.612	3.59	35.3	6275
global route	0.635	3.71	35.3	6277
floorplan	0.553	2.06	-	3496
finish	0.606	3.58	35.3	6278
global placement	0.598	2.43	33.3	6067
[cell type report]
type,count,share of cell area (%)
Sequential cell,1054,48.0
Inverter,120,0.694
Timing Repair Buffer,337,4.53
Clock inverter,63,1.15
Antenna cell,3,0.0114
Clock buffer,145,4.54
Tap cell,2480,4.73
Multi-Input combinational cell,2076,36.4
[state kept, by name, summed over array words and instances (netlist names)]
signal and cells:
dp.pcreg.q 30, dp.rf.rf 1024
[how the worst max path moves through the flow]
| stage | depth (start not counted) | end |
|---|---|---|
| global route | 22 | memaddr[30] |
| finish | 25 | memaddr[30] |
| CTS | 22 | memaddr[30] |
[cell usage after synthesis (30+ instances only)]
library cell  instances
o21ai_0              56
a21o_1               50
nand3_1              38
ha_1                124
nand2_1             256
inv_1               113
buf_1                52
clkbuf_1            177
a21oi_1             142
nor2b_1              37
dfrtp_1              30
nand2b_1             30
mux4_2              633
xor2_1               30
edfxtp_1           1024
nor2_1              185
xnor2_1              70
nor3_1               45
[cells by family (layout without fill, tap and decap cells)]
| family | after synthesis | after routing | share of synthesized area, % |
|---|---|---|---|
| buffers and inverters | 366 | 665 | 2.51 |
| other | 1 | 5 | 0.00665 |
| muxes | 660 | 660 | 25.8 |
| AOI/OAI and AO/OA | 464 | 464 | 5.52 |
| and+or+nand+nor | 724 | 724 | 5.98 |
| adders and majority gates | 126 | 126 | 2.82 |
| DFF | 1054 | 1054 | 55.8 |
| xor gates and xnor gates | 100 | 100 | 1.55 |
[worst register-to-register path, cell delays in order, from the launching register on]
cell and delay, ns:
edfxtp_1 0.39, mux4_2 0.48, a22oi_1 0.21, a21oi_1 0.15, a21oi_1 0.46, inv_1 0.21, a21boi_1 0.26, a21oi_1 0.16
fa_1 0.50, nor2b_1 0.18, o2111ai_1 0.21, a21o_1 0.27, a21oi_1 0.42, o32a_1 0.31, o311a_1 0.21, o31ai_1 0.15
a2111oi_0 0.53, mux2_2 0.41, nor4b_1 0.29, buf_4 0.19, nand4_1 0.10, buf_4 0.28, or2_1 0.47, mux2_1 0.38
Power is estimated from default activity; no workload was simulated.
