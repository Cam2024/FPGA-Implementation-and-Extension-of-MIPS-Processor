**design/flow/run.sh**
```bash
#!/bin/bash
# OpenROAD 26Q1-2900-gdf79404cd8, Yosys 0.63+post, stock flow scripts
make -C /OpenROAD-flow-scripts/flow DESIGN_CONFIG=/design/flow/config.mk WORK_HOME=/design/flow/orfs finish
```
**design/flow/config.mk**
```make
export PLATFORM = sky130hd
export DESIGN_NAME = GPIO
export DESIGN_NICKNAME = GPIO
export VERILOG_FILES = /design/flow/design.v
export SDC_FILE = /design/flow/constraint.sdc
export NUM_CORES = 4
export LEC_CHECK = 1
export CORE_UTILIZATION = 40
```
**design/flow/constraint.sdc**
```tcl
current_design GPIO

set clk_period 4.7
set clk_io_pct 0.2

create_clock -name clk0 -period $clk_period [get_ports {clk}]

set non_clock_inputs [all_inputs -no_clocks]
set_input_delay [expr $clk_period * $clk_io_pct] -clock clk0 $non_clock_inputs
set_output_delay [expr $clk_period * $clk_io_pct] -clock clk0 [all_outputs]
```
**design/flow/design.v**
```verilog
module GPIO(
  input clk,
  input reset,
  input CS_N,
  input RD_N,
  input WR_N,
  input [11:0] Addr,
  input [31:0] DataIn,
  input [3:1] KEY,
  input [17:0] SW,
  output reg [31:0] DataOut,
  output Intr,
  output [6:0] HEX7,
  output [6:0] HEX6,
  output [6:0] HEX5,
  output [6:0] HEX4,
  output [6:0] HEX3,
  output [6:0] HEX2,
  output [6:0] HEX1,
  output [6:0] HEX0,
  output [17:0] LEDR,
  output [8:0] LEDG
  );
  reg [31:0] SW_StatusR;
  reg [31:0] KEY_StatusR;
  reg [31:0] LEDG_R;
  reg [31:0] LEDR_R;
  reg [31:0] HEX0_R;
  reg [31:0] HEX1_R;
  reg [31:0] HEX2_R;
  reg [31:0] HEX3_R;
  reg [31:0] HEX4_R;
  reg [31:0] HEX5_R;
  reg [31:0] HEX6_R;
  reg [31:0] HEX7_R;
  wire key1_pressed;
  wire key2_pressed;
  wire key3_pressed;
  wire sw0_pressed;
  wire sw1_pressed;
  wire sw2_pressed;
  wire sw3_pressed;
  wire sw4_pressed;
  wire sw5_pressed;
  wire sw6_pressed;
  wire sw7_pressed;
  wire sw8_pressed;
  wire sw9_pressed;
  wire sw10_pressed;
  wire sw11_pressed;
  wire sw12_pressed;
  wire sw13_pressed;
  wire sw14_pressed;
  wire sw15_pressed;
  wire sw16_pressed;
  wire sw17_pressed;
   key_detect  key1 (clk, reset, KEY[1], key1_pressed);
   key_detect  key2 (clk, reset, KEY[2], key2_pressed);
   key_detect  key3 (clk, reset, KEY[3], key3_pressed);
   key_detect  sw0  (clk, reset, ~SW[0],  sw0_pressed);
   key_detect  sw1  (clk, reset, ~SW[1],  sw1_pressed);
   key_detect  sw2  (clk, reset, ~SW[2],  sw2_pressed);
   key_detect  sw3  (clk, reset, ~SW[3],  sw3_pressed);
   key_detect  sw4  (clk, reset, ~SW[4],  sw4_pressed);
   key_detect  sw5  (clk, reset, ~SW[5],  sw5_pressed);
   key_detect  sw6  (clk, reset, ~SW[6],  sw6_pressed);
   key_detect  sw7  (clk, reset, ~SW[7],  sw7_pressed);
   key_detect  sw8  (clk, reset, ~SW[8],  sw8_pressed);
   key_detect  sw9  (clk, reset, ~SW[9],  sw9_pressed);
   key_detect  sw10 (clk, reset, ~SW[10], sw10_pressed);
   key_detect  sw11 (clk, reset, ~SW[11], sw11_pressed);
   key_detect  sw12 (clk, reset, ~SW[12], sw12_pressed);
   key_detect  sw13 (clk, reset, ~SW[13], sw13_pressed);
   key_detect  sw14 (clk, reset, ~SW[14], sw14_pressed);
   key_detect  sw15 (clk, reset, ~SW[15], sw15_pressed);
   key_detect  sw16 (clk, reset, ~SW[16], sw16_pressed);
   key_detect  sw17 (clk, reset, ~SW[17], sw17_pressed);
  always @(posedge clk)
  begin
    if(reset)    KEY_StatusR  <= 0;
    else
    begin
      if (~CS_N && ~RD_N && Addr[11:0] == 12'h000)
          KEY_StatusR  <= 0;
      else
      begin
         if(key1_pressed)   KEY_StatusR[1] <= 1'b1;
         if(key2_pressed)   KEY_StatusR[2] <= 1'b1;
         if(key3_pressed)   KEY_StatusR[3] <= 1'b1;
      end
    end
  end
  always @(posedge clk)
  begin
    if(reset)   SW_StatusR   <= 0;
    else
    begin
      if (~CS_N && ~RD_N && Addr[11:0] == 12'h004)
          SW_StatusR  <= 0;
      else
      begin
           if(sw0_pressed)         SW_StatusR[0] <= 1'b1;
           if(sw1_pressed)         SW_StatusR[1] <= 1'b1;
           if(sw2_pressed)         SW_StatusR[2] <= 1'b1;
           if(sw3_pressed)         SW_StatusR[3] <= 1'b1;
           if(sw4_pressed)         SW_StatusR[4] <= 1'b1;
           if(sw5_pressed)         SW_StatusR[5] <= 1'b1;
           if(sw6_pressed)         SW_StatusR[6] <= 1'b1;
           if(sw7_pressed)         SW_StatusR[7] <= 1'b1;
           if(sw8_pressed)         SW_StatusR[8] <= 1'b1;
           if(sw9_pressed)         SW_StatusR[9] <= 1'b1;
           if(sw10_pressed)        SW_StatusR[10] <= 1'b1;
           if(sw11_pressed)        SW_StatusR[11] <= 1'b1;
           if(sw12_pressed)        SW_StatusR[12] <= 1'b1;
           if(sw13_pressed)        SW_StatusR[13] <= 1'b1;
           if(sw14_pressed)        SW_StatusR[14] <= 1'b1;
           if(sw15_pressed)        SW_StatusR[15] <= 1'b1;
           if(sw16_pressed)        SW_StatusR[16] <= 1'b1;
           if(sw17_pressed)        SW_StatusR[17] <= 1'b1;
      end
    end
  end
  always @(*)
  begin
      if (~CS_N && ~RD_N) 
      begin
        if      (Addr[11:0] == 12'h000) DataOut <= KEY_StatusR;
        else if (Addr[11:0] == 12'h004) DataOut <= SW_StatusR;
        else                            DataOut <= 32'b0;
      end
      else                              DataOut <= 32'b0;
  end
  always @(posedge clk)
  begin
    if(reset)
    begin                                        
        LEDR_R[17:0] <=18'b0;
        LEDG_R[8:0]  <=9'h1FF;
        HEX0_R <= 7'b1000000;
        HEX1_R <= 7'b1000000;
        HEX2_R <= 7'b1000000;
        HEX3_R <= 7'b1000000;
        HEX4_R <= 7'b1000000;
        HEX5_R <= 7'b1000000;
        HEX6_R <= 7'b1000000;
        HEX7_R <= 7'b1000000;
    end
    else if(~CS_N && ~WR_N) 
    begin                                        
	        if       (Addr[11:0] == 12'h008)  LEDR_R       <= DataIn;
           else if  (Addr[11:0] == 12'h00C)  LEDG_R       <= DataIn;
           else if  (Addr[11:0] == 12'h010)  HEX0_R       <= DataIn;
           else if  (Addr[11:0] == 12'h014)  HEX1_R       <= DataIn;
           else if  (Addr[11:0] == 12'h018)  HEX2_R       <= DataIn;
           else if  (Addr[11:0] == 12'h01C)  HEX3_R       <= DataIn;
           else if  (Addr[11:0] == 12'h020)  HEX4_R       <= DataIn;
           else if  (Addr[11:0] == 12'h024)  HEX5_R       <= DataIn;
           else if  (Addr[11:0] == 12'h028)  HEX6_R       <= DataIn;
           else if  (Addr[11:0] == 12'h02C)  HEX7_R       <= DataIn;
    end
  end         
	assign LEDR[17:0] = LEDR_R[17:0];
	assign LEDG[8:0]  = LEDG_R[8:0];
	assign HEX0       = HEX0_R[6:0];
	assign HEX1       = HEX1_R[6:0];
	assign HEX2       = HEX2_R[6:0];
	assign HEX3       = HEX3_R[6:0];
	assign HEX4       = HEX4_R[6:0];
	assign HEX5       = HEX5_R[6:0];
	assign HEX6       = HEX6_R[6:0];
	assign HEX7       = HEX7_R[6:0];
	assign Intr = ~((|KEY_StatusR[3:0]) || (|SW_StatusR[17:0])); 
endmodule
module key_detect(input clk, input reset, input key, output key_pressed);
			reg [3:0] c_state;
			reg [3:0] n_state;
			parameter  S0  =  4'b0000;
			parameter  S1  =  4'b0001;
			parameter  S2  =  4'b0010;
			parameter  S3  =  4'b0011;
			parameter  S4  =  4'b0100;
			parameter  S5  =  4'b0101;
			parameter  S6  =  4'b0110;
			parameter  S7  =  4'b0111;
			parameter  S8  =  4'b1000;
			parameter  S9  =  4'b1001;
			parameter  S10 =  4'b1010;
			parameter  S11 =  4'b1011;
			parameter  S12 =  4'b1100;
			parameter  S13 =  4'b1101;
			parameter  S14 =  4'b1110;
			parameter  S15 =  4'b1111;
			always@ (posedge clk)  
			begin
				if(reset) c_state <= S0;
				else       c_state <= n_state;
			end
			always@(*)  
			begin
			case(c_state)
			S0 :  if(~key) n_state <= S1;
					else     n_state <= S0;
			S1 :  if(~key) n_state <= S2;
					else     n_state <= S0;
			S2 :  if(~key) n_state <= S3;
					else     n_state <= S0;
			S3 :  if(~key) n_state <= S4;
					else     n_state <= S0;
			S4 :  if(~key) n_state <= S5;
					else     n_state <= S0;
			S5 :  if(~key) n_state <= S6;
					else     n_state <= S0;
			S6 :  if(~key) n_state <= S7;
					else     n_state <= S0;
			S7 :  if(~key) n_state <= S8;
					else     n_state <= S0;
			S8 :  if(~key) n_state <= S9;
					else     n_state <= S0;
			S9 :  if(~key) n_state <= S10;
					else     n_state <= S0;
			S10:  if(~key) n_state <= S11;
					else     n_state <= S0;
			S11:  if(~key) n_state <= S12;
					else     n_state <= S0;
			S12:  if(~key) n_state <= S13;
					else     n_state <= S0;
			S13:  if(~key) n_state <= S14;
					else     n_state <= S0;
			S14:  if(~key) n_state <= S15;
					else     n_state <= S0;
			S15:  if(key)  n_state <= S0;
					else     n_state <= S15;
			default:       n_state <= S0;
			endcase
         end
			assign  key_pressed =  (c_state == S14);
endmodule
```
==> flow_summary.ini <==
; yosys + openroad results
[placed_design]
port_buffers = 157
post-dp-hpwl_um = 14900
gp_congestion = 0.817
place_area_um2 = 14700

[layout]
final_cell_area_um2 = 16000
layout_top_cell = dfxtp_1
lay_top_cells = dfxtp_1, and2_1, clkdlybuf4s50_1, mux2i_1, nand2_1
reg_top3 = LEDR_R: 18 flops, SW_StatusR: 18 flops
area_delta_synth_final_pct = 24.5
drive_gt1_frac = 0.0715

[grt]
grt_pass1_vias = 7018
grt_overflow_total = 0
grt_pass1_wl_um = 37200
antenna_found_initial = 1
grt.total_usage = 0.148
grt_max_degree = 55

[synth]
ys_cells = 1112
ys_sh_aoi = 0.0143
ys_top_logic_family = simple AND/OR/NAND/NOR gates
muxShareOfSynthArea = 0.0671
postSynthSeqShare = 0.654
ys_sh_adder = 0
synth-xor-area-share = 0
yosysUniqueCellTypes = 29
synth-area-yosys_um2 = 12800
top_area_cell = dfxtp_1
syn_area_per_cell_um2 = 11.5
top_area_frac = 0.654
synthesis.area_um2 = 12800
synth-simple-area-share = 0.229
ys_warn_count = 2
ys_ff = 419
top_cells_by_area = dfxtp_1, and2_1, mux2i_1, nand2_1, nor2_1
syn_inst = 1112

[sta]
tightest_slew_ns = 0.776
clock_skew_ns = 0.0103
rsz0062_at_grt = no
timing.fmax_ghz = 0.236
hold_viol_final = 0
tns_ns = 0
slew_viol_final = 0
final-setup-viol-count = 0
finalCriticalPeriod_ns = 4.24
period_used_share = 0.902
slew_headroom = 0.482

[power_and_ir_drop]
ir_worst_vdd_mv = 0.283
p_int_w = 0.00545
pwr-share-seq = 0.523
p_leak_nw = 6.67
p_per_area_nw_per_um2 = 428
p_comb_frac = 0.025
swShare = 0.204
p_switching_w = 0.00139
power_frac_clock = 0.452

[routing]
diodes = 0
first_iter_violations = 303
drt-vias-per-instance = 4.44
remaining_drc_errors = 0
wl_per_cell_um = 13.5
postRouteAntennaNets = 0
wirelength_um = 23000
dr_total_vias = 7562
firstDrtPassIters = 6

[worst_setup_path]
endpoint_kind = output pin
r2r_start = KEY_StatusR[1]
cp-start-kind = input port
crit_required_ns = 3.76
setup.worst_path.start = Addr[5]
critPathKind = input port to output pin
critPathMaxFanout = 36
crit_arrival_ns = 3.30

[floorplanning]
die-area_um2 = 32800
die_h_um = 181
fp-row-count = 65
io_pins = 186
die_x_um = 181
coreArea_um2 = 31600
fp_util = 0.407

[run_status]
outcome = complete, no violations

[hold_path]
worstHoldStart = sw12.c_state[3]
hold_class = flip-flop to flip-flop

[cts]
cts_resized = 0
h-tree-depth = 2
post_cts_buffers = 0
cts_sinks = 419
cts-root-buf = clkbuf_16
cts_max_path_buffers = 3
cts-buffers-inserted = 42
insertion_delay_ns = 0.52
cts_tree = yes
holdBufCountCts = 0
clk_pin_slew_ns = 0.06

[run]
cap_violations = 0
warnings = 39
## critical path: stages
cell and delay (ns):
clkdlybuf4s50_1 0.52, nor4_4 0.51, and3_1 0.22, buf_4 0.33
and4_1 0.29, clkdlybuf4s50_1 0.47
## synth_stat cells
cell type	number
a311oi_1	21
and2_1	294
and3_1	1
and4_1	17
and4bb_2	1
buf_1	1
buf_12	1
buf_2	9
buf_4	18
buf_6	3
clkbuf_1	36
conb_1	1
dfxtp_1	419
inv_1	23
mux2i_1	86
nand2_1	84
nand3_1	1
nand4_1	2
nand4_2	7
nor2_1	51
nor2b_1	18
nor3_1	4
nor3_2	1
nor4_1	5
nor4_4	2
nor4b_2	1
nor4b_4	3
or3_2	1
or4_1	1
## path summary, 6_finish.rpt
check	end	slack, ns	cells past startpoint
min reg2reg	sw12.c_state[11]	0.42	1
max reg2reg	KEY_StatusR[1]	3.89	2
max	DataOut[4]	0.46	6
min	sw12.c_state[11]	0.42	1
## per-stage QoR
step / hold slack [ns] / worst slack, ns / power [W] / utilization / std cells
after floorplan: 0.406 / 1.93 / 0.00375 / - / 1125
after global placement: 0.408 / 0.484 / 0.00383 / 0.465 / 1628
after detailed placement: 0.410 / 0.474 / 0.00383 / 0.465 / 1628
after CTS: 0.417 / 0.439 / 0.00695 / 0.506 / 1702
after global routing: 0.424 / 0.368 / 0.00713 / 0.506 / 1702
final: 0.418 / 0.462 / 0.00684 / 0.506 / 1702
## area by class of cell
class | instances | area, µm²
Timing Repair Buffer | 169 | 1660
Tap cell | 402 | 503
Multi-Input combinational cell | 615 | 4040
Clock inverter | 15 | 123
Fill cell | 2758 | 15600
Clock buffer | 59 | 1170
Inverter | 23 | 86.3
Sequential cell | 419 | 8390
## per-layer routing
layer  track usage  vias to the layer above  share of wire
met5             0                        -        0.00074
met4        0.0359                        2          0.025
met3        0.0347                       48          0.078
met2         0.224                      220           0.43
met1         0.222                     3449           0.46
li1              -                     3843              -
## power by group through the flow
stage         combinational, W  clock, W  sequential (W)
CTS                   0.000174   0.00319         0.00358
global route          0.000190   0.00336         0.00358
finish                0.000169   0.00309         0.00358
## cell families (layout without fill, tap and decap cells)
logic type	Yosys count	after routing
other	1	14
and+or+nand+nor	494	494
buffers and inverters	91	266
AOI/OAI and AO/OA	21	21
DFF	419	419
muxes	86	86
Power figures rest on the tool's default switching activity, not on a simulated workload.
